--- flow/run.sh ---
#!/bin/bash
# OpenROAD 26Q1-2900-gdf79404cd8, Yosys 0.63+post, stock flow scripts
make -C /OpenROAD-flow-scripts/flow DESIGN_CONFIG=/design/flow/config.mk WORK_HOME=/design/flow/orfs finish
--- flow/config.mk ---
export PLATFORM = sky130hd
export DESIGN_NAME = DELTA_REG
export DESIGN_NICKNAME = DELTA_REG
export VERILOG_FILES = /design/flow/design.v
export SDC_FILE = /design/flow/constraint.sdc
export NUM_CORES = 4
export LEC_CHECK = 1
export CORE_AREA = 10 10 97 97
export DIE_AREA = 0 0 107 107
--- flow/constraint.sdc ---
current_design DELTA_REG

set clk_period 2.7
set clk_io_pct 0.2

create_clock -name clk0 -period $clk_period [get_ports {CLK}]

set non_clock_inputs [all_inputs -no_clocks]
set_input_delay [expr $clk_period * $clk_io_pct] -clock clk0 $non_clock_inputs
set_output_delay [expr $clk_period * $clk_io_pct] -clock clk0 [all_outputs]
--- flow/design.v ---
`default_nettype none
module DELTA_REG #(
    parameter DATA_WIDTH    = 32,
    parameter HAS_RESET     = 1
)
(
    input wire                      CLK,
    input wire                      RSTN,
    input wire                      READ_EVENT,
    input wire [DATA_WIDTH-1:0]     VALUE_IN,
    output wire                     VALUE_CHANGE,
    output wire [DATA_WIDTH-1:0]    VALUE_OUT
);
    wire [DATA_WIDTH-1:0]   value_diff;
    wire                    delta_event;
    reg                     value_change;
    wire [DATA_WIDTH-1:0]   reg_value;
    RO_REG #(
        .DATA_WIDTH (DATA_WIDTH),
        .HAS_RESET  (HAS_RESET)
    )
    REG (
        .CLK        (CLK),
        .RSTN       (RSTN),
        .VALUE_IN   (VALUE_IN),
        .VALUE_OUT  (reg_value)
    );
    assign value_diff   = VALUE_IN ^ reg_value;
    assign delta_event  = |value_diff;
    always @(posedge CLK) begin
        if(!RSTN) begin
            value_change <= 1'b0;
        end
        else if(!value_change && delta_event) begin
            value_change <= 1'b1;
        end
        else if(value_change && READ_EVENT) begin
            value_change <= 1'b0;
        end
    end
    assign VALUE_CHANGE = value_change;
    assign VALUE_OUT    = reg_value;
endmodule
`default_nettype wire
`default_nettype none
module RO_REG #(
    parameter DATA_WIDTH    = 32,
    parameter HAS_RESET     = 1
)
(
    input wire                      CLK,
    input wire                      RSTN,
    input wire [DATA_WIDTH-1:0]     VALUE_IN,
    output wire [DATA_WIDTH-1:0]    VALUE_OUT
);
    RW_REG #(
        .DATA_WIDTH (DATA_WIDTH),
        .HAS_RESET  (HAS_RESET)
    )
    REG (
        .CLK        (CLK),
        .RSTN       (RSTN),
        .WEN        (1'b1),
        .VALUE_IN   (VALUE_IN),
        .VALUE_OUT  (VALUE_OUT)
    );
endmodule
`default_nettype wire
`default_nettype none
module RW_REG #(
    parameter DATA_WIDTH    = 32,
    parameter HAS_RESET     = 1
)
(
    input wire                      CLK,
    input wire                      RSTN,
    input wire                      WEN,
    input wire [DATA_WIDTH-1:0]     VALUE_IN,
    output wire [DATA_WIDTH-1:0]    VALUE_OUT
);
    reg [DATA_WIDTH-1:0]    reg_value;
    wire                    reg_rstn;
    generate
        if(HAS_RESET == 1) begin
            assign reg_rstn = RSTN;
        end
        else begin
            assign reg_rstn = 1'b1;
        end
    endgenerate
    always @(posedge CLK) begin
        if(!reg_rstn) begin
            reg_value <= {DATA_WIDTH{1'b0}};
        end
        else if(WEN) begin
            reg_value <= VALUE_IN;
        end
    end
    assign VALUE_OUT = reg_value;
endmodule
`default_nettype wire
==> impl_metrics.ini <==
; yosys + openroad results
[synth]
yosys-top-cells-area = dfxtp_1, and2_1, xor2_1
synth.logic.top_family = XOR/XNOR gates
yosys.area_share.simple_pct = 22.26
synthCells = 114
ys.flops = 33
ys_chip_area_um2 = 1231
avgSynthCellArea_um2 = 10.80
ys_warn_count = 2
syn_area_um2 = 1231
top_cell_area_share_pct = 53.66
yosys_cells = 114
xor_share_pct = 22.76
ys_types = 11
ys_sh_adder_pct = 0
yosys.stat.seqShare_pct = 53.66
ys_sh_aoi_pct = 0.4065
mux_share_pct = 0
top_area_cell = dfxtp_1

[flow_run]
warnings = 25
cap_violations = 0

[clock_network]
clkLatencyLatePin_ns = 0.28
cts_buffer_depth = 2
cts_resized = 0
cts.sinks = 33
h-tree-depth = 2
cts_buffers = 5
cts_setup_buffers = 0
cts_tree = built
path_clk_slew_ns = 0.07
clock-root-buffer = clkbuf_8
cts_hold_buf = 0

[global_routing]
grt_max_degree = 34
grt_pass1_vias = 1085
antenna_found_initial = 0
overflow = 0
grt_pass1_wl_mm = 5.830
track_usage_pct = 6.362

[setup_path]
crit_path_start_kind = input pin
reg2regPathDepth = 5
cp.arrival_ns = 2.18
cp.required_ns = 2.86
crit_path_max_fanout = 2
r2r-start = REG.REG.reg_value[26]
r2r_setup_slack_ns = 1.06
regToRegEndpoint = value_change
endpoint_kind = register
criticalPathCategory = input pin to register

[sta]
worst_pin_slew_ns = 0.5346
finalSetupViolCount = 0
relSlewSlack_pct = 64.03
fin_crit_ns = 2.016
skew_ns = 0.004326
rsz0062_at_grt = no
hold_slack_ns = 0.5575
maxSlewViolCount = 0
clock.fmax_mhz = 496.0
hold_viol_final = 0
finalCritPeriodShare_pct = 74.68
postLayoutSetupSlackWorst_ns = 0.6837
fin_setup_tns_ns = 0

[finish]
drive_gt1_share_pct = 4.813
area_growth_pct = 72.46
comb_area_um2 = 559.3
flop_area_um2 = 660.6
fillers = 779
post-route-util_pct = 29.12

[detailed_routing]
drt_pre_antenna_iters = 2
n_antenna_cell = 0
drtAntennaViolNets = 0
post_drt_wl_per_cell_um = 12.48
drtIter0Drc = 10
vias = 996
vias_per_cell = 3.483
wirelength_mm = 3.568
remaining_drc_errors = 0

[pwr]
vdd_drop_max_v = 0.0001647
power_density_nw_per_um2 = 524.3
p_leak_nw = 0.8025

[floorplanning]
rows = 31
chipArea_um2 = 11450
die_w_um = 107
die_h_um = 107
fp_util_pct = 16.88
ios = 68
coreArea_um2 = 7292

[place]
gp_congestion = 0.7565
io_buffers = 67
dp_worst_setup_slack_ns = 0.3057

[worst_hold_path]
holdPathEnd = value_change
hp-class = register to register
hold_path.startpoint = value_change
hold_path_depth = 3

[status]
outcome = finished, final reports clean
==> cells by family (layout without fill, tap and decap cells) <==
group                  count (synthesis)  count (layout)
flip-flops                            33              33
AND/OR/NAND/NOR                       45              45
AND-OR/OR-AND                          1               1
XOR/XNOR                              32              32
buffers and inverters                  3              76
==> metal layers <==
| metal | track usage, % | vias to the layer above | routed length (µm) |
|---|---|---|---|
| met5 | 0 | - | 0 |
| met4 | 0.8704 | 0 | 19 |
| met1 | 7.816 | 449 | 1468 |
| met3 | 3.153 | 3 | 335 |
| met2 | 10.10 | 36 | 1745 |
| li1 | - | 508 | - |
==> state kept, by name, indices dropped and copies added (netlist names) <==
register and cells:
REG.REG.reg_value 32, value_change 1
==> final cells by class <==
cell class	count	area share [%]
Tap cell	99	5.834
Timing Repair Buffer	68	31.94
Sequential cell	33	31.11
Clock inverter	1	0.2357
Multi-Input combinational cell	78	26.34
Clock buffer	7	4.537
==> placed cells by master, fill, tap and decap left out, drive strengths merged <==
cell type       n
dfxtp          33
nand2           2
and2           32
buf             1
a21oi           1
clkbuf          7
nand4           4
xor2           17
nand3           1
nor4            5
xnor2          15
clkinv          1
nor3            1
clkdlybuf4s50  67
==> cell usage after synthesis <==
cell	number
a21oi_1	1
dfxtp_1	33
nor4_1	5
clkbuf_1	3
xnor2_1	15
and2_1	32
nand4_1	4
nand3_1	1
xor2_1	17
nand2_1	2
nor3_1	1
==> worst max path at each step <==
stage       startpoint      endpoint  slack, ns  cells past startpoint
4_1_cts   VALUE_IN[26]  value_change       0.60                      6
6_report  VALUE_IN[26]  value_change       0.68                      6
5_1_grt   VALUE_IN[26]  value_change       0.51                      6
==> stage by stage <==
stage / power [mW] / cell area, µm² / instances
after floorplan: 0.5924 / 1231 / 114
after global placement: 0.7192 / 2022 / 278
after detailed placement: 0.7187 / 2022 / 278
after CTS: 1.148 / 2123 / 286
after global routing: 1.183 / 2123 / 286
final: 1.113 / 2123 / 286
==> worst max-delay path, cell delays in order <==
cell             delay, ns
clkdlybuf4s50_1       0.43
xor2_1                0.15
nor4_1                0.51
nand4_1               0.16
nor4_1                0.28
a21oi_1               0.10
==> power by group <==
part / leakage (nW) / internal [mW] / switching (mW)
Sequential: 0.275 / 0.514 / 0.0174
Combinational: 0.473 / 0.124 / 0.0480
Clock: 0.0542 / 0.230 / 0.180
Total: 0.802 / 0.868 / 0.245
Power figures rest on the tool's default switching activity, not on a simulated workload.
