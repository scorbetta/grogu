==> design/flow/design.v <==
`default_nettype none
module AXIL2NATIVE #(
    parameter DATA_WIDTH    = 32,
    parameter ADDR_WIDTH    = 32
)
(
    input wire                      AXI_ACLK,
    input wire                      AXI_ARESETN,
    input wire [ADDR_WIDTH-1:0]     AXI_AWADDR,
    input wire [2:0]                AXI_AWPROT,
    input wire                      AXI_AWVALID,
    output wire                     AXI_AWREADY,
    input wire [DATA_WIDTH-1:0]     AXI_WDATA,
    input wire [(DATA_WIDTH/8)-1:0] AXI_WSTRB,
    input wire                      AXI_WVALID,
    output wire                     AXI_WREADY,
    output wire [1:0]               AXI_BRESP,
    output wire                     AXI_BVALID,
    input wire                      AXI_BREADY,
    input wire [ADDR_WIDTH-1:0]     AXI_ARADDR,
    input wire [2:0]                AXI_ARPROT,
    input wire                      AXI_ARVALID,
    output wire                     AXI_ARREADY,
    output wire [DATA_WIDTH-1:0]    AXI_RDATA,
    output wire [1:0]               AXI_RRESP,
    output wire                     AXI_RVALID,
    input wire                      AXI_RREADY,
    output wire                     WEN,
    output wire [ADDR_WIDTH-1:0]    WADDR,
    output wire [DATA_WIDTH-1:0]    WDATA,
    output wire                     WACK,
    output wire                     REN,
    output wire [ADDR_WIDTH-1:0]    RADDR,
    input wire [DATA_WIDTH-1:0]     RDATA,
    input wire                      RVALID
);
    localparam READ         = 0;
    localparam WRITE_RESP   = 1;
    localparam WRITE        = 2;
    localparam IDLE         = 3;
    reg [$clog2(IDLE)-1:0]  curr_state;
    reg                     axi_awready;
    reg                     axi_wready;
    reg                     axi_bvalid;
    reg                     axi_arready;
    reg [DATA_WIDTH-1:0]    axi_rdata;
    reg                     axi_rvalid;
    reg                     wen;
    reg [ADDR_WIDTH-1:0]    waddr;
    reg [DATA_WIDTH-1:0]    wdata;
    reg                     wack;
    reg                     ren;
    reg [ADDR_WIDTH-1:0]    raddr;
    always @(posedge AXI_ACLK) begin
        if(AXI_ARESETN == 1'b0) begin
            axi_awready <= 1'b0;
            axi_wready <= 1'b0;
            wen <= 1'b0;
            wack <= 1'b0;
            axi_bvalid <= 1'b0;
            axi_arready <= 1'b0;
            axi_rvalid <= 1'b0;
            ren <= 1'b0;
            curr_state <= IDLE;
        end
        else begin
            axi_awready <= 1'b0;
            axi_wready <= 1'b0;
            wen <= 1'b0;
            wack <= 1'b0;
            axi_arready <= 1'b0;
            ren <= 1'b0;
            case(curr_state)
                IDLE : begin
                    if(AXI_AWVALID == 1'b1) begin
                        axi_awready <= 1'b1;
                        curr_state <= WRITE;
                    end
                    else if(AXI_ARVALID == 1'b1) begin
                        axi_arready <= 1'b1;
                        ren <= 1'b1;
                        raddr <= AXI_ARADDR;
                        curr_state <= READ;
                    end
                end
                WRITE : begin
                    if(AXI_WVALID == 1'b1 && axi_wready == 1'b0) begin
                        wen <= 1'b1;
                        wdata <= AXI_WDATA;
                        waddr <= AXI_AWADDR;
                        axi_wready <= 1'b1;
                    end
                    else if(AXI_WVALID == 1'b1 && axi_wready == 1'b1) begin
                        axi_bvalid <= 1'b1;
                        curr_state <= WRITE_RESP;
                    end
                    else begin
                        axi_wready <= 1'b1;
                    end
                end
                WRITE_RESP : begin
                    if(axi_bvalid == 1'b1 && AXI_BREADY == 1'b1) begin
                        axi_bvalid <= 1'b0;
                        wack <= 1'b1;
                        curr_state <= IDLE;
                    end
                end
                READ : begin
                    if(RVALID == 1'b1 && axi_rvalid == 1'b0) begin
                        axi_rvalid <= 1'b1;
                        axi_rdata <= RDATA;
                    end
                    else if(axi_rvalid == 1'b1 && AXI_RREADY == 1'b1) begin
                        axi_rvalid <= 1'b0;
                        curr_state <= IDLE;
                    end
                end
            endcase
        end
    end
    assign AXI_AWREADY  = axi_awready;
    assign AXI_WREADY   = axi_wready;
    assign AXI_BRESP    = 2'b00;
    assign AXI_BVALID   = axi_bvalid;
    assign AXI_ARREADY  = axi_arready;
    assign AXI_RDATA    = axi_rdata;
    assign AXI_RRESP    = 2'b00;
    assign AXI_RVALID   = axi_rvalid;
    assign WEN          = wen;
    assign WADDR        = waddr;
    assign WDATA        = wdata;
    assign WACK         = wack;
    assign REN          = ren;
    assign RADDR        = raddr;
endmodule
`default_nettype wire
==> design/flow/run.sh <==
#!/bin/bash
# OpenROAD 26Q1-2900-gdf79404cd8, Yosys 0.63+post, stock flow scripts
make -C /OpenROAD-flow-scripts/flow DESIGN_CONFIG=/design/flow/config.mk WORK_HOME=/design/flow/orfs finish
==> design/flow/config.mk <==
export PLATFORM = sky130hd
export DESIGN_NAME = AXIL2NATIVE
export DESIGN_NICKNAME = AXIL2NATIVE
export VERILOG_FILES = /design/flow/design.v
export SDC_FILE = /design/flow/constraint.sdc
export NUM_CORES = 4
export LEC_CHECK = 1
export CORE_AREA = 10 10 170 170
export DIE_AREA = 0 0 180 180
==> design/flow/constraint.sdc <==
current_design AXIL2NATIVE

set clk_period 8.1
set clk_io_pct 0.2

create_clock -name clk0 -period $clk_period [get_ports {AXI_ACLK}]

set non_clock_inputs [all_inputs -no_clocks]
set_input_delay [expr $clk_period * $clk_io_pct] -clock clk0 $non_clock_inputs
set_output_delay [expr $clk_period * $clk_io_pct] -clock clk0 [all_outputs]
==> notes.md <==
Physical design

The number of global-route vias before repair stands at 2914. After synthesis, the chip area reported by Yosys is 4320 sq um. The area overhead of the layout relative to synthesis stands at 85.5%. The HPWL reported at the end of detailed placement stands at 10700 um. The final report gives the core utilization as 31.8%.

The tree is rooted in a clkbuf_16. The cell area after synthesis stands at 4320 sq um. The maximum level of the CTS H-tree stands at 4. The slew of the pin with the lowest slew margin stands at 745 ps. Per the detail_route log, the uppermost layer with routed signals is met4. The number of max-slew violations in the final report stands at 0. Looking at the reg2reg group, the worst path starts from curr_state[2]. STA lists the maximum fanout along the critical path as 59. TritonCTS built the clock tree.

The cell total after placement stands at 774. The post-CTS setup buffer count stands at 0. The total die size stands at 32400 sq um. The required time at the worst-slack endpoint stands at 8130 ps. In the post-synthesis netlist, the biggest area contributors are edfxtp_1 (89%), dfxtp_1 (5.1%), buf_4 (0.87%). The first-pass iteration count of the detailed router stands at 4. The share of the cycle needed by the critical path after routing stands at 45.1%. The post-layout instance count excluding filler cells stands at 806. The maximum clock path buffer count stands at 2. After synthesis, the mean cell area works out to 25.0 sq um. The total met3 wirelength after detailed routing stands at 1960 um. For the worst reg-to-reg path, the endpoint reported by OpenROAD is wdata[4].

The global-route usage over all layers stands at 7.96%. The run finished with clean final reports. In the final report, the number of hold violations comes to 0. The slack of the critical path stands at 4450 ps. Per the layout report, the design carries 2405 filler cells. In this run the biggest area consumer among cell types represents 88.9% of the synthesized area. The post-cts repair resize count stands at 0. Measured along the x axis, the die boundary spans 180 um.

After detailed routing, the total wire length is 13100 um. The max-cap check violation count stands at 0. The number of synthesized register bits stands at 139.

The power per cell area stands at 207 nW/um^2. The synthesized design spends more area on one cell type than any other, namely edfxtp_1. Sequential elements use 94.0% of the synthesized area.

For the final routed database, the setup TNS stands at 0 ps. The largest clock skew in the final design stands at 12.1 ps. After technology mapping, the gate count stands at 173.

TritonRoute output was used to compute an average wire per cell of 16.3 um. The detailed-routed wire length on met2 stands at 6100 um. Summing over the stages, the warning tally comes to 35. The cell count in the Yosys report stands at 173. Data on the critical path arrives at its endpoint at 3680 ps. The depth of the worst register-to-register path stands at 3. The number of top-level pins stands at 286. The unique cell type count in the Yosys netlist stands at 24. The final weighted congestion recorded by global placement is 0.866. In the floorplan report the effective utilization is 17.2%.

The number of buffers created by CTS stands at 17. The initial antenna violation count was 0. The area of the placeable core stands at 25200 sq um. The clock drives 139 sinks. The layout report lists the combined flip-flop and latch area as 4060 sq um. The fmax stands at 0.274 GHz. STA classifies the critical path startpoint as an input port.

Across the VDD grid, the largest voltage drop is 0.0956 mV. The total via count in the routed design stands at 2711. The post-route antenna net violation count stands at 0. According to the hold report, the worst path is of the reg2reg type. The cell leakage power stands at 0.00270 uW. Entering global routing, the biggest net connects 60 pins. In the final routing, the length of wire on met1 measures 4940 um.

STA shows the worst min-delay path finishing at axi_wready. The number of port buffers stands at 271. The wire length of the first global-routing pass stands at 19300 um. The design draws 1660 uW. The DRC violations left stands at 0. The floorplan row count stands at 58.

Endpoints with negative setup slack in the final report add up to 0. Of the cells placed in the final design, the portion with a size suffix greater than 1 is 8.19%. The number of warnings issued by yosys stands at 1.

The number of hold-repair buffers added at the cts stage stands at 0. Dividing the detail-routed via count by the number of cells gives 3.36. The worst setup path is captured at a register. The number of instances on the worst hold path stands at 2. The clock transition at the register clock pins on the worst setup and hold paths after CTS stands at 60 ps. Checking max transition, the worst relative margin is 50.3%. The die height stands at 180 um. The logic area stands at 226 sq um.

Setup repair after global routing left no endpoint under its margin. The violation count after the first detailed-route iteration stands at 92. As reported, the later end of the worst-skew pair has a clock insertion delay of 410 ps. The final timing report derives a shortest allowable period of 3650 ps. For the worst min-delay path, the startpoint reported by OpenROAD is curr_state[2].

The worst setup path is of the in2reg kind. In the routed netlist, the antenna diode instances number 0. The total overflow reported by the global router stands at 0.

The worst setup slack after placement stands at 3940 ps. The reg2reg setup slack stands at 6030 ps.
synthesized netlist by cell type:
| cell | count |
|---|---|
| a31o_1 | 2 |
| o21a_1 | 2 |
| edfxtp_1 | 128 |
| nand2b_1 | 1 |
| conb_1 | 1 |
| nor3b_1 | 2 |
| nand4b_1 | 1 |
| buf_4 | 5 |
| nand2_2 | 1 |
| and3_1 | 1 |
| and3b_1 | 1 |
| a21boi_1 | 1 |
| buf_6 | 1 |
| dfxtp_1 | 11 |
| and3_4 | 1 |
| o2111a_1 | 1 |
| and4b_1 | 3 |
| nand2_1 | 3 |
| and4_1 | 1 |
| a21oi_1 | 1 |
| nand3_1 | 1 |
| or3b_1 | 1 |
| a21boi_0 | 2 |
| a31o_2 | 1 |
cells by family (layout without fill, tap and decap cells):
logic type | count (synthesis) | count (layout) | share of synthesized area (%)
and+or+nand+nor | 17 | 17 | 2.92
DFF | 139 | 139 | 94.0
buffers and inverters | 6 | 306 | 1.13
AOI/OAI and AO/OA | 10 | 10 | 1.85
other | 1 | 4 | 0.0867
worst max-delay path by stage:
stage	startpoint	to	depth (start not counted)
CTS	AXI_ARESETN	wdata[4]	4
global route	AXI_ARESETN	wdata[4]	4
finish	AXI_ARESETN	wdata[4]	4
critical path: stages:
cell,delay (ps)
clkdlybuf4s50_1,720
nand2_2,130
nor3b_2,480
buf_4,650
stage by stage:
| stage | hold WS [ps] | area (sq um) |
|---|---|---|
| 6_report | 539 | 8020 |
| 5_1_grt | 569 | 8020 |
| 4_1_cts | 543 | 8020 |
| 3_5_place_dp | 529 | 7440 |
| 3_3_place_gp | 516 | 7440 |
| 2_1_floorplan | 481 | 4330 |
flip-flops by register name, summed over array words and instances (netlist names):
signal,flops
axi_rvalid,1
wdata,32
wen,1
axi_arready,1
axi_rdata,32
axi_bvalid,1
curr_state,4
wack,1
waddr,32
axi_wready,1
raddr,32
axi_awready,1
layout by cell type, fill, tap and decap left out, types with 2 or more instances in the layout:
cell,Yosys,layout
nand2_1,3,3
and4b_1,3,3
buf_4,5,3
edfxtp_1,128,128
inv_6,0,5
inv_8,0,3
a31o_1,2,2
a21boi_0,2,2
clkinv_4,0,4
o21a_1,2,2
dfxtp_1,11,11
conb_1,1,4
clkdlybuf4s50_1,0,271
clkbuf_16,0,17
layer usage:
| metal | vias up | track usage [%] |
|---|---|---|
| met2 | 195 | 12.2 |
| met1 | 1237 | 9.36 |
| met5 | - | 0 |
| met4 | 0 | 0.893 |
| li1 | 1269 | - |
| met3 | 10 | 5.54 |
area by class of cell:
| type | instances | area share, % |
|---|---|---|
| Clock buffer | 17 | 5.31 |
| Clock inverter | 15 | 1.93 |
| Multi-Input combinational cell | 31 | 2.82 |
| Sequential cell | 139 | 50.7 |
| Tap cell | 330 | 5.15 |
| Timing Repair Buffer | 274 | 34.1 |
power breakdown:
group          leakage [uW]  internal, uW  switching, uW
clock              0.000285           435            318
sequential          0.00125           802           5.55
combinational       0.00116          80.0           22.5
Power is estimated from default activity; no workload was simulated.
